==> flow/design.v <==
 module Counter4B(out, clk, rst);
	input clk;
	input rst;
	output [3:0] out;
	wire clk;
	wire rst;
	reg [3:0] out = 4'b0000;
	always @(posedge clk or posedge rst)
	begin
		if(rst == 1)begin
			out = 4'b0000; 
		end
		else if(clk == 1) begin
		 out = out + 1; 
		end
	end
endmodule
module Decode4_16(out, in);
	input[3:0] in;
	output[15:0] out;
	wire [3:0] in;
	reg [15:0] out;
	assign out = (1<<in);
endmodule
module RingCounter(outs, clk, rst, limit);
	input clk;
	input rst;
	input [3:0] limit;
	output [15:0] outs;
	wire clk;
	wire rst;
	wire [3:0] limit;
	reg [15:0] outs;
	wire[3:0] counter_out;
	reg rst_internal;
	wire rst_ctrl;
	or rstOr(rst_ctrl, rst_internal, rst);
	Counter4B counter(counter_out, clk, rst_ctrl);
	Decode4_16 decoder(outs, counter_out);
	assign rst_internal = outs[limit];
endmodule
==> flow/run.sh <==
#!/bin/bash
# OpenROAD 26Q1-2900-gdf79404cd8, Yosys 0.63+post, stock flow scripts
make -C /OpenROAD-flow-scripts/flow DESIGN_CONFIG=/design/flow/config.mk WORK_HOME=/design/flow/orfs finish
==> flow/config.mk <==
export PLATFORM = sky130hd
export DESIGN_NAME = RingCounter
export DESIGN_NICKNAME = RingCounter
export VERILOG_FILES = /design/flow/design.v
export SDC_FILE = /design/flow/constraint.sdc
export NUM_CORES = 4
export LEC_CHECK = 1
export CORE_AREA = 10 10 70 70
export DIE_AREA = 0 0 80 80
==> flow/constraint.sdc <==
current_design RingCounter

set clk_period 2.8
set clk_io_pct 0.2

create_clock -name clk0 -period $clk_period [get_ports {clk}]

set non_clock_inputs [all_inputs -no_clocks]
set_input_delay [expr $clk_period * $clk_io_pct] -clock clk0 $non_clock_inputs
set_output_delay [expr $clk_period * $clk_io_pct] -clock clk0 [all_outputs]
==> impl_metrics.toml <==
# flow metrics
[setup_path]
crit_path_start_kind = "flip-flop"
cp-end-kind = "output port"
crit_cells = 4
cp_slowest_stage_delay_ns = 0.56
criticalPathCategory = "flip-flop to output port"
critPathCapture = "outs[3]"
worstSetupStartpoint = "counter.out[2]"
crit_arrival_ns = 1.74
cp_slowest_cell = "dfrtp_1"
reg2reg_depth = 6
crit_buf_inv = 2
crit_family = "flip-flops"
path_cells = "inv_1 -> ha_1 -> nor2b_1 -> clkdlybuf4s50_1"
r2r_start = "counter.out[2]"
cp.required_ns = 2.24
r2r_slack_ns = 1.27
path_max_fanout = 12
r2r-end = "counter.out[1]"

[synthesis]
syn_area_um2 = 497
yosys_cells = 59
synth-seq-cells = 4
yosys_warnings = 19
synth.distinct_cells = 27
yosys.area.top_type = "dfrtp_1"
ys_area_um2 = 497
synth.top_cell.area_share_pct = 20.2
ys_seq_share_pct = 20.2
area_leaders = "dfrtp_1, ha_1, and2_1, nor2b_1, and2_2"
syn_avg_cell_area_um2 = 8.42
synthCells = 59

[global_route]
grt_pass1_vias = 466
antenna_found_initial = 0
grt_start_max_net_pins = 16
grt_pass1_wl_mm = 2.30
grt_use_total_pct = 4.40
overflow = 0

[power_and_ir_drop]
pwr_density_cell_nw_per_um2 = 195
power_frac_comb_pct = 13.2
vdd_drop_max_mv = 0.116
sw_frac_of_total_pct = 22.4
seq_power_share_pct = 38.7
p_clk_share_pct = 48.1
p_int_mw = 0.117
power.switching_mw = 0.0336
cellLeakagePower_nw = 0.319

[run]
warnings = 29
drv_cap = 0

[timing]
timing.fmax_ghz = 0.435
clock_skew_ns = 0.00573
hold_viol = 0
fin_crit_sh_pct = 82.2
period_needed_ns = 2.30
worstMarginPinSlew_ns = 0.389
fin_ws_ns = 0.499
setup_viol = 0
slew_violations = 0
slew_headroom_pct = 74.0
tns_ns = 0
rsz0062_at_grt = "false"

[place]
numPortBuffers = 21
place.gp.congestion = 0.790
place_hpwl_mm = 1.13
place_ws_ns = 0.759

[floorplanning]
initCoreUtil_pct = 14.5
die_w_um = 80
core-area_um2 = 3420
rows = 21
fp.dieH_um = 80
io_pins = 22
die_area_um2 = 6400

[detailed_routing]
first_pass_iters = 4
initialDrtViolationCount = 24
routedWlPerCell_um = 11.1
antenna-diode-count = 0
drc = 0
drt-total-wl_mm = 1.41
ant_nets = 0
via_count = 495
viasPerCell = 3.90

[final_layout]
drive_gt1_share_pct = 11.1
layout_top_cell = "clkdlybuf4s50_1"
most-common-layout-cells = "clkdlybuf4s50_1, and2_1, inv_1, ha_1"
area_growth_syn_to_layout_pct = 55.4
largest_reg_flops = 4

[clock_tree]
post_cts_buffers = 0
clock.latency.late_pin_ns = 0.24
cts_tree = "yes"
numCtsBuffers = 3
cts.repair.resized = 0
holdBufCountCts = 0
clk_pin_slew_worst_paths_ns = 0.04
cts_root_buffer = "clkbuf_4"
clock_path_buffers = 2
cts.sinks = 4
h-tree-depth = 1

[outcome]
status = "finished clean"

[hold_path]
hp-class = "flip-flop to flip-flop"
==> how the worst min path moves through the flow <==
| stage | from | end | slack (ns) | cells past startpoint |
|---|---|---|---|---|
| 4_1_cts | counter.out[0] | counter.out[0] | 0.54 | 1 |
| 5_1_grt | counter.out[0] | counter.out[0] | 0.58 | 1 |
| 6_report | counter.out[0] | counter.out[0] | 0.54 | 1 |
==> power groups by stage <==
stage	Sequential, mW	Clock [mW]	Combinational, mW
after CTS	0.0581	0.0751	0.0201
after global routing	0.0580	0.0801	0.0217
final	0.0581	0.0723	0.0199
==> worst register-to-register path, cell delays in order (launching register included) <==
cell       delay (ns)
dfrtp_1          0.56
inv_1            0.11
ha_1             0.26
mux2i_1          0.14
o22ai_1          0.11
a2111oi_2        0.30
a31o_1           0.24
==> per-layer routing <==
layer  part of all wire (%)  vias to the layer above  wire [um]  global-route usage, %
met5                      0                        -          0                      0
met4                      0                        0          0                  0.352
met3                     12                        0        165                   2.39
met2                     48                       22        683                   7.30
met1                     40                      232        560                   5.07
li1                       -                      241          -                      -
==> per-stage QoR <==
stage,hold WS [ns],total power [mW],util (%),cells,area (um^2)
after detailed placement,0.535,0.0786,21.9,124,749
after CTS,0.542,0.153,22.6,127,772
final,0.540,0.150,22.6,127,772
after global placement,0.509,0.0784,21.9,124,749
after floorplan,0.412,0.0668,-,59,497
after global routing,0.576,0.160,22.6,127,772
==> synth_stat cells <==
master / n
a2111oi_2: 1
a21oi_1: 2
a31o_1: 1
and2_1: 8
and2_2: 3
and3_1: 2
and3_2: 1
buf_6: 1
clkbuf_1: 1
dfrtp_1: 4
ha_1: 6
inv_1: 6
mux2i_1: 2
nand2_1: 4
nand3_1: 1
nand3b_1: 1
nor2_1: 2
nor2b_1: 4
nor3b_1: 1
nor4_1: 1
o22ai_1: 1
o31ai_1: 1
o32ai_1: 1
or2b_1: 1
or3b_1: 1
xnor2_1: 1
xor2_2: 1
==> cell type report <==
class                   count  area (um^2)
well taps                  46         57.6
inverters                   6         22.5
flip-flops and latches      4          100
fillers                   377         2640
repair buffers             21          210
clock buffers               3         22.5
multi-input cells          47          359
==> logic make-up after synthesis <==
| kind of cell | synth area share (%) |
|---|---|
| AND-OR/OR-AND | 11.3 |
| XOR/XNOR | 5.04 |
| flip-flops | 20.2 |
| buffers and inverters | 7.56 |
| multiplexers | 4.03 |
| AND/OR/NAND/NOR | 36.8 |
| adder cells (fa/ha/maj) | 15.1 |
No activity file was given, so power comes from the tool's default toggle rates.
