===== flow/config.mk =====
export PLATFORM = sky130hd
export DESIGN_NAME = SerialInParallelOut
export DESIGN_NICKNAME = SerialInParallelOut
export VERILOG_FILES = /design/flow/design.v
export SDC_FILE = /design/flow/constraint.sdc
export NUM_CORES = 4
export LEC_CHECK = 1
export CORE_AREA = 10 10 70 70
export DIE_AREA = 0 0 80 80

===== flow/constraint.sdc =====
current_design SerialInParallelOut

set clk_period 2.3
set clk_io_pct 0.2

create_clock -name clk0 -period $clk_period [get_ports {clk}]

set non_clock_inputs [all_inputs -no_clocks]
set_input_delay [expr $clk_period * $clk_io_pct] -clock clk0 $non_clock_inputs
set_output_delay [expr $clk_period * $clk_io_pct] -clock clk0 [all_outputs]

===== flow/design.v =====
module SerialInParallelOut(dOut, dIn, clk);
	input dIn;
	input clk;
	output[7:0] dOut;
	wire dIn;
	wire clk;
	reg[7:0] dOut;
	reg[2:0] index = 3'b111;
	always @(posedge clk)
	begin
	   dOut[index] = dIn;
	   index = index - 1;
	end
endmodule

===== flow/run.sh =====
#!/bin/bash
# OpenROAD 26Q1-2900-gdf79404cd8, Yosys 0.63+post, stock flow scripts
make -C /OpenROAD-flow-scripts/flow DESIGN_CONFIG=/design/flow/config.mk WORK_HOME=/design/flow/orfs finish

==> metrics.cfg <==
[synth]
syn_area_per_cell_um2=11.1
yosys_register_bits=11
synthCells=38
synth_warnings=1
ys_sh_mux_pct=10.7
yosysTopAreaCell=dfxtp_1
edf_count=0
xor_share_pct=3.85
synth_area_um2=423
synth_top_cell_by_count=dfxtp_1
synth_top_area_share_pct=52.1
ys_cells=38
topCombFamilyByArea=simple AND/OR/NAND/NOR gates
yosys-stat-area_um2=423
synthAoiAreaFrac_pct=8.28
simple_gate_share_pct=12.7
ys.flop_type=dfxtp_1
async_reset_ff_share_pct=0
ys_seq_share_pct=52.1
synthTopCellsByCount=dfxtp_1, nand2_1, o2bb2ai_1
ys_types=13
top_cells_by_area=dfxtp_1, ha_1, o2bb2ai_1, mux2_1, mux2_2
adder_share_pct=8.88

[critical_path]
crit_path_start=index[0]
worst_setup_path_start_kind=flip-flop
crit_family=flip-flops
crit_path_max_incr_delay_ps=470
path_buffers=2
cpMaxStageDelayCell=dfxtp_1
critPathMaxFanout=8
cp-end-kind=flip-flop
cp.arrival_ps=2220
r2r_start=index[0]
crit_chain=inv_1 -> ha_1 -> xnor2_2 -> inv_2 -> nor4_1 -> mux2_1
crit_type=reg -> reg
worstPathRequired_ps=2460

[final_timing]
setup_viol=0
setup_ws_ps=238
rsz0062_at_grt=false
maxSlewViolCount=0
max_freq_mhz=485
worst_pin_slew_ps=337
hold_violations=0
fin_crit_sh_pct=89.6
final.setup_skew_ps=9.04
hold_slack_ps=468
min_period_ps=2060
slew_headroom_pct=77.4
tns_ps=0

[final_layout]
final-seq-area_um2=220
finalInstanceArea_um2=598
synthToLayoutAreaGrowth_pct=41.4
drive_above_1_share_pct=15.7
utilization_pct=17.5
n_fill_cell=389
stdcell_count=97
layout.area.comb_um2=188

[clock_tree]
hold_buffers=0
cts_setup_buffers=0
clk_pin_slew_ps=70
clk_path_buf_depth=2
cts_resized=0
numCtsBuffers=3
cts-root-buf=clkbuf_4
cts_sinks=11
cts_htree_levels=1
insertion_delay_ps=270
cts_tree=built

[routing]
drcViolationCount=0
drt_iter0_drc=1
vias=314
diodes=0
wl_um=866
viasPerCell=3.24
wire_per_inst_um=8.93
first_pass_iters=3
drtAntennaViolNets=0

[floorplanning]
rows=21
fp.dieH_um=80
coreArea_mm2=0.00342
chipArea_mm2=0.00640
ios=10
fp_util_pct=12.4
die_width_um=80

[power]
powerDensity_mw_per_mm2=542
power_uw=324
p_leak_nw=0.211
peakVddDrop_v=0.000161

[hold_path]
min_from=dOut[7]
hold_class=reg -> reg

[place]
dp_hpwl_um=699
post_dp_cell_area_um2=571
pre_cts_ws_ps=243
routabilityCongestion=0.657
dp_cells=93
placement.io_buffers=9

[run_status]
status=completed

[global_routing]
grt_pass1_wl_um=1380
grt_remaining_overflow=0
grt_max_degree=9
antenna_found_initial=0
grt_use_total_pct=2.70
grt_pass1_vias=316

[run]
cap_viol_max_count=0
tool_warnings=27

## flip-flops by register name, summed over array words and instances (netlist names)
signal  count
dOut        8
index       3
## power by group
group          internal (mW)  switching, mW  total [mW]
Combinational        0.00360        0.00160     0.00520
Clock                 0.0642         0.0630       0.127
Sequential             0.191       0.000383       0.192
Total                  0.259         0.0649       0.324
## per-layer routing
metal	up-vias	track usage [%]	routed length, um
met3	2	1.59	65
met5	-	0	0
met1	145	2.70	341
met2	7	4.57	445
met4	0	0.880	12
li1	160	-	-
## worst reg2reg max path, delay by kind of cell, from the launching register on
kind	cells	cell delay [ps]
buffers and inverters	2	250
flip-flops	1	470
multiplexers	1	350
adder cells (fa/ha/maj)	1	260
XOR/XNOR	1	330
AND/OR/NAND/NOR	1	300
## path summary, 6_finish.rpt
| kind | endpoint | slack (ps) | cells past startpoint |
|---|---|---|---|
| worst min register to register | dOut[7] | 470 | 1 |
| worst min-delay path | dOut[7] | 470 | 1 |
| worst max register to register | dOut[2] | 240 | 6 |
| worst max-delay path | dOut[2] | 240 | 6 |
## cell families after synthesis
kind of cell,count (synthesis)
simple gates,11
flops,11
compound gates,4
buf+inv,4
mux,4
fa+ha+maj,3
xor+xnor,1
## cells in the final DEF (no fill, tap or decap)
cell type,n
clkbuf_4,3
clkdlybuf4s50_1,9
clkinv_2,1
dfxtp_1,11
ha_1,3
inv_1,3
inv_2,1
mux2_1,2
mux2_2,2
nand2_1,4
nand3_1,2
nand4_1,1
nor2_1,1
nor4_1,3
o2bb2ai_1,4
xnor2_2,1
## cell type report
cell class | count | area share [%]
Tap cell | 46 | 9.62
Clock inverter | 1 | 0.837
Sequential cell | 11 | 36.8
Multi-Input combinational cell | 23 | 31.4
Timing Repair Buffer | 9 | 15.1
Clock buffer | 3 | 3.77
Inverter | 4 | 2.51
Power is estimated from default activity; no workload was simulated.
